**config.mk**
```make
export PLATFORM = sky130hd
export DESIGN_NAME = codec_fsm
export DESIGN_NICKNAME = codec_fsm
export VERILOG_FILES = /design/flow/design.v
export SDC_FILE = /design/flow/constraint.sdc
export NUM_CORES = 4
export LEC_CHECK = 1
export CORE_UTILIZATION = 50
```
**constraint.sdc**
```tcl
current_design codec_fsm

set clk_period 8.7
set clk_io_pct 0.2

create_clock -name clk0 -period $clk_period [get_ports {xclk_i}]

set non_clock_inputs [all_inputs -no_clocks]
set_input_delay [expr $clk_period * $clk_io_pct] -clock clk0 $non_clock_inputs
set_output_delay [expr $clk_period * $clk_io_pct] -clock clk0 [all_outputs]
```
**design.v**
```verilog
module codec_fsm #(
	parameter OVERSAMPLE 	= 250,
	parameter DATA_WIDTH 	= 32,
	parameter CHANNELS		= 2
)(
	input	wire 						xclk_i,
	input	wire						reset_n,
	input	wire	signed	[ 31:0 ] 	right_i,
	input	wire	signed	[ 31:0 ] 	left_i,
	output	wire	signed	[ 31:0 ]	right_o,
	output	wire	signed	[ 31:0 ]	left_o,
	output	wire						ready_o,
	output	wire						xck_o,
	output 	wire						bclk_o,
	output 	wire						daclrck_o,
	output	wire						dacdat_o,
	output	wire						adclrck_o,
	input	wire						adcdat_i
);
	localparam BCLK_VALUE = ( OVERSAMPLE / ( DATA_WIDTH * CHANNELS * 2 ) ) - 1;
	localparam LRCK_VALUE = ( OVERSAMPLE / ( CHANNELS ) ) - 1;
	localparam IDLE_S	= 2'b00;
	localparam BCLK_S	= 2'b01;
	reg [ 1:0 ] FSM_STATE = IDLE_S;
	reg [ 31:0 ] dac_right = 0, dac_left = 0, adc_left = 0, adc_right = 0, adc_left_reg = 0, adc_right_reg = 0;
	reg [ 10:0 ] bclk_counter = BCLK_VALUE, lrck_counter = 62;
	reg [ $clog2(DATA_WIDTH)-1:0 ] bits_counter = DATA_WIDTH-1;
	reg lrck = 1, bclk = 1, valid_out = 0;
	reg done = 0;
	always @( posedge xclk_i )
	begin
		if( reset_n == 1'b0 ) begin
			dac_right 		<= 0;
			dac_left 		<= 0;
			adc_left		<= 0;
			adc_right		<= 0;
			lrck			<= 1'b1;
			bclk			<= 1'b1;
			bclk_counter 	<= BCLK_VALUE;
			lrck_counter	<= 62;
			bits_counter	<= 31;
			valid_out		<= 1'b0;
			done 			<= 1'b0;
			FSM_STATE 		<= IDLE_S;
		end
		else begin
			case( FSM_STATE )
				IDLE_S : begin
					adc_left_reg	<= adc_left;
					adc_right_reg	<= adc_right;
					valid_out		<= 1'b1;
					dac_right 		<= 0;
					dac_left		<= 0;
					adc_left		<= 0;
					adc_right		<= 0;
					bclk			<= 1'b0;
					bclk_counter 	<= BCLK_VALUE;
					lrck_counter	<= 62;
					bits_counter	<= 31;
					done 			<= 1'b0;
					dac_right 		<= right_i;
					dac_left 		<= left_i;
					lrck			<= 1'b1;
					FSM_STATE 		<= BCLK_S;
				end
				BCLK_S : begin
					valid_out		<= 1'b0;
					if( bclk_counter == 1'b0 ) begin
						if( bclk == 1'b1 ) begin
							lrck_counter 	<= lrck_counter - 1'b1;
							if( lrck == 1'b1 ) begin
								dac_left 	<= {dac_left[30:0], 1'b0};
							end
							else begin
								dac_right 	<= {dac_right[30:0], 1'b0};
							end
						end
						else begin
							if( ~done ) begin
								if( bits_counter == 1'b0 ) done <= 1'b1;
								if( lrck == 1'b1 ) begin
									adc_left		<= {adc_left[30:0], adcdat_i};
									bits_counter	<= bits_counter - 1'b1;
								end
								else begin
									adc_right 		<= {adc_right[30:0], adcdat_i};
									bits_counter 	<= bits_counter - 1'b1;
								end
							end
						end
						bclk <= !bclk;
						bclk_counter <= BCLK_VALUE;
						if( lrck == 1'b1 && lrck_counter == 0 ) begin
							lrck 			<= 1'b0;
							lrck_counter	<= 62;
							bits_counter	<= 31;
							done <= 1'b0;
							FSM_STATE 		<= BCLK_S;
						end
						if( lrck == 1'b0 && lrck_counter == 0 ) begin
							lrck_counter	<= 62;
							bits_counter	<= 31;
							done <= 1'b0;
							FSM_STATE 		<= IDLE_S;
						end
					end
					else begin
						bclk_counter 	<= bclk_counter - 1'b1;
						FSM_STATE 		<= BCLK_S;
					end
				end
				default : begin
					FSM_STATE <= IDLE_S;
				end
			endcase
		end
	end
	assign xck_o		= xclk_i;
	assign bclk_o	 	= bclk;
	assign daclrck_o 	= lrck;
	assign adclrck_o 	= lrck;
	assign dacdat_o 	= ( lrck == 1'b0 ) ? (dac_right[31]) : (dac_left[31]);
	assign left_o		= adc_left_reg;
	assign right_o		= adc_right_reg;
	assign ready_o		= valid_out;
endmodule
```
**run.sh**
```bash
#!/bin/bash
# OpenROAD 26Q1-2900-gdf79404cd8, Yosys 0.63+post, stock flow scripts
make -C /OpenROAD-flow-scripts/flow DESIGN_CONFIG=/design/flow/config.mk WORK_HOME=/design/flow/orfs finish
```
==> results_slide.txt <==
Synthesis and Place & Route Summary

Power and ir drop
  • Reg power frac: 0.484
  • Total Power: between 2000 and 2500 uW
  • Clock share of power: 0.450
  • PwrDens: approximately 210 mW/mm2
  • Sw Pwr: 472 uW
  • P_leak: 0.00478 uW
  • Peak VDD IR: between 150 and 200 uV
  • Comb power frac: 0.066
  • Pint: around 1900 uW
  • Switching part of the total power: 0.203

Final timing
  • TNS Setup: 0 ns
  • Hold WS: approximately 0.43 ns
  • Fin Clk Skew: slightly below 0.01 ns
  • Slew HR: 0.398
  • Tightest Pin Transition: around 0.89 ns
  • Setup Viol. Count Final: 0
  • Slew Limit Fails: 0
  • Setup ws final: around 2.0 ns
  • Final Hold Fails: 0
  • Unrepaired setup endpoints after global routing: false

Synthesis
  • Fa+ha+maj area frac: 0.00571
  • Post-synth EDFFs: ~64
  • Cell count listed in synth_stat.txt: roughly 790
  • Post-synthesis sequential area ratio: 0.584
  • Syn avg cell area: around 11 um2
  • Synthesized area: ~0.009 mm2
  • Synth Area in Simple Gates: 0.120
  • Synth unique cells: a little over 50
  • Main synth FF type: dfxtp_1
  • Ys Warns: 1
  • MUX share of area: 0.114
  • Chip Area, Yosys: 0.00877 mm2
  • XORs/XNORs by Area: 0.00799
  • Synth Instances: ~790
  • Aoi share: 0.131
  • Post-synth ARST share: 0
  • Ys flops: 224
  • Largest logic family: AND-OR/OR-AND gates

Finish
  • Area Growth Syn to Fin: 26.1%
  • Filler instances: around 1.2k
  • Layout cells sized above 1: 0.0629

Setup path
  • Data arrival, critical path: roughly 5 ns
  • Critical path required time: 6.96 ns
  • Max FO, Critical Path: 2
  • R2R Setup Slk: 5.60 ns
  • Type of the worst setup path: clock port to output pin
  • Setup crit end kind: output pin
  • Worst setup SP type: clock port

Flow run
  • Max Cap Viol: 0
  • Total tool warning count: 28

Floorplan
  • Area of the core: approximately 0.017 mm2
  • Row cnt: between 40 and 50
  • Chip area: 0.0181 mm2
  • IO Count: ~140
  • Die Wd: ~130 um
  • FP Util: 0.509
  • Die height: 134 um

Hold path
  • Class of the worst hold path: register to register

Routing
  • Vias per Instance: about 5.3
  • Drt wl/cell: around 13 um
  • DR pass1 iterations: 4
  • Via count: ~6k
  • ANT nets after route: 0
  • Post-Route WL: about 15 mm
  • N_diodes: 0
  • Residual DRC: 0
  • First DRT Iteration DRCs: 286

Placed design
  • Port Buffers: about 140
  • DP Worst Slack: ~2.2 ns
  • RePlAce Congestion: around 0.79
  • Dpl hpwl: ~9 mm

Clock tree
  • Clock transition at path regs: approximately 0.060 ns
  • CTS resizes: 0
  • Setup Fix Bufs, Post-CTS: 0
  • # hold bufs at CTS: 0
  • CTS tree: done
  • Clk latency late pin: around 0.61 ns

Global routing
  • Number of global-route vias before repair: approximately 5.6k
  • Antenna violations before repair: 0
  • Largest net degree at the start of global routing: ~73
  • Global-route wire length before repair: ~26 mm
  • GRT Residual Overflow: 0
  • Gr usage total: 0.181

Run status
  • Outcome: completed
==> area by class of cell <==
class,count,area (um2),share of cell area
inverters,10,37.5,0.00340
multi-input cells,495,3330,0.302
flip-flops and latches,224,5130,0.464
well taps,225,282,0.0255
clock buffers,37,751,0.0679
clock inverters,11,98.8,0.00894
repair buffers,145,1420,0.129
==> metal layers <==
layer	wire length [um]	GRT usage
met1	7430	0.294
met2	6710	0.260
met3	1000	0.0448
met4	316	0.0400
met5	0	0
==> worst max-delay path, stage by stage <==
cell and delay (ns):
clkbuf_16 0.12, clkbuf_16 0.13, clkdlybuf4s50_1 0.39
==> synth_stat cells (all sizes together), types with 3 or more instances <==
cell type	n	area (um2)
a21oi	45	225
xnor2	8	70.1
o31ai	4	30.0
nor4	4	25.0
inv	10	37.5
or4	5	37.5
a211oi	6	45.0
nand3	6	30.0
mux2i	98	981
nor2	50	188
or3	4	25.0
edfxtp	64	1920
clkbuf	31	116
or2	3	18.8
o211a	62	621
o21ai	5	25.0
nand2	140	526
ha	4	50.1
nor3	6	35.0
nand4	7	43.8
buf	27	165
nor4b	3	26.3
dfxtp	160	3200
o41ai	3	63.8
==> metrics by stage <==
| step | instances | cell area [um2] | util |
|---|---|---|---|
| floorplan | 787 | 8770 | - |
| global placement | 1100 | 10200 | 0.593 |
| detailed placement | 1100 | 10200 | 0.593 |
| CTS | 1147 | 11100 | 0.641 |
| global route | 1147 | 11100 | 0.641 |
| finish | 1147 | 11100 | 0.641 |
==> cell usage in the layout (no fill, tap or decap), types with 6 or more instances in the layout <==
cell	count
nand2_1	139
dfxtp_1	159
a211oi_1	6
clkdlybuf4s50_1	135
edfxtp_1	64
clkbuf_16	28
a21oi_1	45
xnor2_1	8
inv_1	10
nand4_1	7
mux2i_1	98
nor2_1	50
buf_4	10
clkbuf_1	7
o211a_1	62
nand3_1	6
==> cell families after synthesis <==
| group | Yosys count |
|---|---|
| simple gates | 241 |
| flops | 224 |
| compound gates | 142 |
| mux | 100 |
| buf+inv | 68 |
| xor+xnor | 8 |
| fa+ha+maj | 4 |
==> power by group through the flow <==
stage | registers, uW | logic, uW | clock network, uW
CTS | 1130 | 156 | 1070
global route | 1130 | 170 | 1120
finish | 1130 | 154 | 1050
==> path summary, 6_finish.rpt <==
check / startpoint / end / depth (start not counted)
worst min-delay path: adc_right[31] / adc_right_reg[31] / 0
worst max register to register: bclk_counter[0] / bits_counter[0] / 6
worst min register to register: adc_right[31] / adc_right_reg[31] / 0
worst max-delay path: xclk_i / xck_o / 3
Power is estimated from default activity; no workload was simulated.
